==> flow/design.v <==
`default_nettype none
module sram (
    input  wire		reset,			 
    input  wire 	clock,			 
    input  wire 	write,			 
    input  wire 	read,			 
    input  wire [3:0]  data_write,       	 
    output wire [3:0]  data_read,       	 
    input  wire [7:0]  address,          	 
    output wire    	ready,                   
    output wire 	data_pins_out_en,        
    output wire [7:0]  address_pins,    	 
    input  wire [3:0]  data_pins_in,		 
    output wire [3:0]  data_pins_out,		 
    output wire 	OE,                      
    output wire		WE,                      
    output wire 	CS                       
);
    localparam STATE_IDLE = 0;
    localparam STATE_WRITE = 1;
    localparam STATE_WRITE_SETUP = 4;
    localparam STATE_READ_SETUP = 2;
    localparam STATE_READ = 3;
    reg output_enable;
    reg write_enable;
    reg chip_select;
    reg [4:0] state;
    reg [3:0] data_read_reg;
    reg [3:0] data_write_reg;
    assign data_pins_out_en = (state == STATE_WRITE) ? 1 : 0; 
    assign address_pins = address;
    assign data_pins_out = data_write_reg;
    assign data_read = data_read_reg;
    assign OE = output_enable;
    assign WE = write_enable;
    assign CS = chip_select;
    assign ready = (!reset && state == STATE_IDLE) ? 1 : 0; 
    initial begin
        state <= STATE_IDLE;
        output_enable <= 1;
        chip_select <= 1;
        write_enable <= 1;
    end
	always@(posedge clock) begin
        if( reset == 1 ) begin
            state <= STATE_IDLE;
            output_enable <= 1;
            chip_select <= 1;
            write_enable <= 1;
        end
        else begin
            case(state)
                STATE_IDLE: begin
                    output_enable <= 1;
                    chip_select <= 1;
                    write_enable <= 1;
                    if(write) state <= STATE_WRITE_SETUP;
                    else if(read) state <= STATE_READ_SETUP;
                end
                STATE_WRITE_SETUP: begin
                    chip_select <= 0;
                    data_write_reg <= data_write;
                    state <= STATE_WRITE;
                end
                STATE_WRITE: begin
                    write_enable <= 0;
                    state <= STATE_IDLE;
                end
                STATE_READ_SETUP: begin
                    output_enable <= 0;
                    chip_select <= 0;
                    state <= STATE_READ;
                end
                STATE_READ: begin
                    data_read_reg <= data_pins_in;
                    state <= STATE_IDLE;
                end
            endcase
        end
    end
endmodule
==> flow/run.sh <==
#!/bin/bash
# OpenROAD 26Q1-2900-gdf79404cd8, Yosys 0.63+post, stock flow scripts
make -C /OpenROAD-flow-scripts/flow DESIGN_CONFIG=/design/flow/config.mk WORK_HOME=/design/flow/orfs finish
==> flow/config.mk <==
export PLATFORM = sky130hd
export DESIGN_NAME = sram
export DESIGN_NICKNAME = sram
export VERILOG_FILES = /design/flow/design.v
export SDC_FILE = /design/flow/constraint.sdc
export NUM_CORES = 4
export LEC_CHECK = 1
export CORE_AREA = 10 10 81 81
export DIE_AREA = 0 0 91 91
==> flow/constraint.sdc <==
current_design sram

set clk_period 2.3
set clk_io_pct 0.2

create_clock -name clk0 -period $clk_period [get_ports {clock}]

set non_clock_inputs [all_inputs -no_clocks]
set_input_delay [expr $clk_period * $clk_io_pct] -clock clk0 $non_clock_inputs
set_output_delay [expr $clk_period * $clk_io_pct] -clock clk0 [all_outputs]
==> impl_metrics.yaml <==
# synthesis and place-and-route metrics
run_status:
  outcome: "finished clean"
pwr:
  finalPower_uw: 577
  p_leak_uw: 0.000308
  ir_drop_uv: 283
  power.density_mw_per_mm2: 652
job:
  cap_violations: 0
  tool_warnings: 25
final_layout:
  finalCoreUtilization_pct: 18.4
  fin_cells: 132
  nFillCells: 538
  final_layout_size_suffix_gt1_share_pct: 7.69
  area_growth_pct: 53.9
  stdcell_area_um2: 886
floorplan:
  die_h_um: 91
  io_pins: 41
  die_area_mm2: 0.00828
  rows: 25
  fp-utilization_pct: 11.9
  die_x_um: 91
  core_area_mm2: 0.00482
sta:
  min_period_ns: 2.04
  period_used_pct: 88.7
  slew_headroom_pct: 71.9
  finalHoldViolations: 0
  rsz0062_at_grt: "false"
  setup_tns_ns: 0
  setup_violations: 0
  fin_skew_ns: 0.00137
  fmax_ghz: 0.490
  finalMaxSlewViolations: 0
  worst_pin_slew_ns: 0.416
synthesis:
  ys_cells: 46
  synth_area_per_cell_um2: 12.5
  async_reset_ff_share_pct: 0
  synthesis.area_um2: 576
  synth.area.top_cells: "edfxtp_1, dfxtp_1, buf_4, or3b_1, o21ai_0"
  synth.largest_area_cell: "edfxtp_1"
  seq_area_frac_synth_pct: 62.6
  top_cells_by_count: "buf_4, edfxtp_1, dfxtp_1"
  flop_cell: "edfxtp_1"
  edf_count: 8
  postSynthCellCount: 46
  synthDistinctLibCells: 20
  ys_warn_count: 1
  yosysChipArea_um2: 576
  ys_ff: 14
  top_area_share_pct: 41.7
global_routing:
  grt_overflow: 0
  grt_max_degree: 12
  grt_pass1_vias: 378
  antenna_found_initial: 0
  grt_usage_pct: 2.98
  grt_pass1_wl_um: 1970
place:
  place_area_um2: 841
  dp.cells: 128
  dp_hpwl_um: 1130
  port_buffers: 24
  gp_congestion: 0.719
critical_path:
  cp_cell_sequence: "nor2b_1, nor2b_1, clkdlybuf4s50_1"
  cp_common_cell: "nor2b_1"
  path_class: "reg2out"
  max_stage_delay_ns: 0.48
  required_ns: 1.84
  cp_max_fo: 9
  crit_family: "buffers and inverters"
  cp_num_buf_inv: 1
  cp-start-kind: "flip-flop"
  crit_slowest_cell: "clkdlybuf4s50_1"
  worst_ep_arrival_time_ns: 1.58
  crit_path_end_kind: "output port"
worst_hold_path:
  hold_path_class: "reg2reg"
clock_network:
  htreeDepth: 1
  cts_buffers: 3
  clk_pin_slew_ns: 0.05
  cts_root_buffer: "clkbuf_8"
  post_cts_buffers: 0
  cts_max_path_buffers: 2
  clock-sinks: 14
  cts_tree: "yes"
  clock_latency_ns: 0.24
  postCtsHoldBufs: 0
  cts_resized: 0
detailed_routing:
  wl_um: 1360
  route.detailed.drc: 0
  antenna_cells: 0
  viasPerCell: 2.97
  vias: 392
  routedWlPerCell_um: 10.3
  first_iter_violations: 5
  postRouteAntennaNets: 0
  first_pass_iters: 3
-- final timing paths --
kind / slack [ns] / endpoint / startpoint / cells after the start
max: 0.26 / data_pins_out_en / state[0]$_SDFFE_PP0P_ / 3
min: 0.46 / chip_select$_SDFFE_PP1P_ / chip_select$_SDFFE_PP1P_ / 1
max reg2reg: 0.88 / data_write_reg[2]$_DFFE_PP_ / state[2]$_SDFFE_PP0P_ / 2
min reg2reg: 0.46 / chip_select$_SDFFE_PP1P_ / chip_select$_SDFFE_PP1P_ / 1
-- through the flow --
step / setup slack, ns / hold slack, ns
floorplan: 0.747 / 0.413
global placement: 0.273 / 0.449
detailed placement: 0.269 / 0.454
CTS: 0.246 / 0.467
global route: 0.152 / 0.492
finish: 0.261 / 0.464
-- cell families after synthesis --
family,share of synthesized area [%]
xor gates and xnor gates,1.52
and+or+nand+nor,16.7
AOI/OAI and AO/OA,6.30
buffers and inverters,12.8
DFF,62.6
-- cell type report --
cell class              instances  area [µm²]  share of cell area [%]
well taps                      67        83.8                    9.46
clock buffers                   3        41.3                    4.66
clock inverters                 1        3.75                   0.424
flip-flops and latches         14         360                    40.7
multi-input cells              21         141                    16.0
repair buffers                 26         255                    28.8
-- per-layer routing --
metal | part of all wire, % | global-route usage (%) | up-vias
met4 | 0 | 0 | 0
met5 | 0 | 0 | -
met2 | 39 | 4.00 | 25
li1 | - | - | 192
met3 | 16 | 2.66 | 0
met1 | 45 | 3.73 | 175
-- cells in the final DEF, fill, tap and decap left out, types with 2 or more instances in the layout --
cell,synthesis,layout
edfxtp_1,8,8
or3b_1,2,2
nor2b_1,2,2
nor3_1,2,2
buf_4,8,2
clkdlybuf4s50_1,0,24
dfxtp_1,6,6
nor2_1,2,2
o21ai_0,3,3
clkbuf_8,0,3
-- power by group --
part | internal (µW) | total, µW | switching (µW)
Combinational | 60.4 | 82.2 | 21.7
Sequential | 282 | 299 | 16.9
Clock | 118 | 197 | 78.8
Power figures rest on the tool's default switching activity, not on a simulated workload.
