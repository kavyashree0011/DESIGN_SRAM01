## /design/flow/constraint.sdc

```tcl
current_design clock

set clk_period 1.4
set clk_io_pct 0.2

create_clock -name clk0 -period $clk_period [get_ports {clock}]

set non_clock_inputs [all_inputs -no_clocks]
set_input_delay [expr $clk_period * $clk_io_pct] -clock clk0 $non_clock_inputs
set_output_delay [expr $clk_period * $clk_io_pct] -clock clk0 [all_outputs]
```

## /design/flow/config.mk

```make
export PLATFORM = sky130hd
export DESIGN_NAME = clock
export DESIGN_NICKNAME = clock
export VERILOG_FILES = /design/flow/design.v
export SDC_FILE = /design/flow/constraint.sdc
export NUM_CORES = 4
export LEC_CHECK = 1
export CORE_AREA = 10 10 70 70
export DIE_AREA = 0 0 80 80
```

## /design/flow/run.sh

```bash
#!/bin/bash
# OpenROAD 26Q1-2900-gdf79404cd8, Yosys 0.63+post, stock flow scripts
make -C /OpenROAD-flow-scripts/flow DESIGN_CONFIG=/design/flow/config.mk WORK_HOME=/design/flow/orfs finish
```

## /design/flow/design.v

```verilog
module clock #(
	parameter WIDTH = 3,
	parameter N = 5)
	(clock,reset,clock_out);
	input clock;
	input reset;
	output clock_out;
	reg [WIDTH-1:0] pos_count, neg_count;
	wire [WIDTH-1:0] r_nxt;
 		always @(posedge clock)
 			if (reset)
 				pos_count <=0;
 			else if (pos_count ==N-1) pos_count <= 0;
 			else pos_count<= pos_count +1;
 		always @(negedge clock)
 			if (reset)
 				neg_count <=0;
 			else  if (neg_count ==N-1) neg_count <= 0;
 			else neg_count<= neg_count +1; 
			assign clock_out = ((pos_count > (N>>1)) | (neg_count > (N>>1)));
endmodule
```

==> impl_metrics.env <==
# yosys + openroad results
export IMPL_status="finished, violations left"
export IMPL_failed_checks="setup timing"
export IMPL_layout_area_overhead_vs_synth_pct=58.1
export IMPL_final_hold_viol_count=0
export IMPL_drv_cap=0
export IMPL_pwr_density_cell_mw_per_mm2=1050
export IMPL_crit_slowest_cell="dfxtp_2"
export IMPL_filler_free_cell_count_of_the_finished_design=91
export IMPL_drt_pass1_iterations=3
export IMPL_ys_top_cells_by_area="dfxtp_1, ha_1, and2_1, a21oi_1, inv_1"
export IMPL_synth_chip_area_um2=302
export IMPL_grt_busiest_layer="met1"
export IMPL_cts_tree="yes"
export IMPL_met3_usage=0.0102
export IMPL_ys_warnings_count=1
export IMPL_timing_hold_ws_ps=462
export IMPL_synth_stat_cells=31
export IMPL_clock_sink_count=6
export IMPL_cell_breakdown_of_the_critical_path="inv_2 -> ha_4 -> o221ai_2 -> buf_2"
export IMPL_critical_path_cell_count=4
export IMPL_total_of_buffers_placed_on_input_and_output_ports=2
export IMPL_timing_critical_path_from_type="register"
export IMPL_flip_flops_with_a_built_in_enable=0
export IMPL_synthCells=31
export IMPL_die_height_um=80
export IMPL_drt_wirelength_per_cell_um=6.16
export IMPL_ys_top_cells_by_count="dfxtp_1, ha_1, inv_1"
export IMPL_worstPathMaxFanout=2
export IMPL_drcViolationCount=0
export IMPL_finalSetupViolations=1
export IMPL_finalClockSkew_ps=3.95
export IMPL_cts_htree_levels=1
export IMPL_max_slew_margin_rel=0.895
export IMPL_total_wirelength_of_the_detailed_routed_design_um=561
export IMPL_chip_area_mm2=0.00640
export IMPL_crit_buf_inv=2
export IMPL_syn_cell_area_um2=302
export IMPL_grt_antenna_before_repair=0
export IMPL_grt_ovfl_total=0
export IMPL_warning_count=35
export IMPL_total_power_uw=499
export IMPL_chipWidth_um=80
export IMPL_hold_path_cell_count=3
export IMPL_postRouteAntennaNets=0
export IMPL_critPathMaxStageDelay_ps=320
export IMPL_final_layout_size_suffix_gt1_frac=0.356
export IMPL_worst_r2r_cell_count=6
export IMPL_row_count=21
export IMPL_cts_hold_buf=0
export IMPL_numSynthFlops=6
export IMPL_ys_async_sr_fraction=0
export IMPL_setup_ws_ps=-617
export IMPL_setup_reg_to_reg_worst_slack_ps=50
export IMPL_crit_path_max_delay_family="flip-flops"
export IMPL_required_time_reported_for_the_critical_path_endpoint_ps=1120
export IMPL_worst_slew_pin_slew_ps=157
export IMPL_irDropWorstVdd_mv=0.282
export IMPL_ys_dominant_reg_cell="dfxtp_1"
export IMPL_core_util_floorplan=0.0883
export IMPL_criticalPathCategory="reg2out"
export IMPL_cts_reportedPaths_clkPinSlew_ps=50
export IMPL_setup_worst_path_end_class="output pin"
export IMPL_yosysTopAreaCell="dfxtp_1"
export IMPL_pin_count=3
export IMPL_wire_length_of_the_first_global_routing_pass_um=897
export IMPL_synthesis_area_per_instance_um2=9.73
export IMPL_final_core_util=0.140
export IMPL_grt_use_total=0.0174
export IMPL_placedCellCount=83
export IMPL_grt_setup_unrepaired="yes"
export IMPL_clock_tree_root_cell="clkbuf_4"
export IMPL_timing_critical_path_arrival_ps=1740
export IMPL_groute_layer_met1_usage=0.0220
export IMPL_vias=253
export IMPL_largest_net_degree_at_the_start_of_global_routing=5
export IMPL_number_of_buffers_on_the_longest_clock_path=2
export IMPL_grt_met2_usage=0.0193
export IMPL_core_region_area_mm2=0.00342
export IMPL_diodes=0
export IMPL_finalWeightedCongestion=0.725
export IMPL_max_slew_violation_total_from_the_final_report=0
export IMPL_vias_in_the_first_global_route=221
export IMPL_hold_path_class="in2reg"
export IMPL_violation_tally_from_detailed_route_iteration_zero=7
export IMPL_routed_via_density=2.78
export IMPL_ys_seq_frac=0.398
export IMPL_yosys_cell_types_count=9
export IMPL_cts_buffers=3
export IMPL_post_dp_hpwl_um=445
export IMPL_yosys_area_top_type_share=0.398
export IMPL_clk_latency_ps=300
export IMPL_power_leakage_nw=0.204
## final timing paths
check | end | from
worst max-delay path | clock_out | neg_count[0]
worst min-delay path | pos_count[2] | reset
worst max register to register | neg_count[2] | neg_count[0]
worst min register to register | pos_count[0] | pos_count[0]
## cells by family (layout without fill, tap and decap cells)
logic type | count (synthesis) | after routing | synth area share
adders and majority gates | 6 | 6 | 0.249
AOI/OAI and AO/OA | 5 | 5 | 0.0954
DFF | 6 | 6 | 0.398
buffers and inverters | 5 | 19 | 0.0622
and+or+nand+nor | 9 | 9 | 0.195
## timing repair
item,4_1_cts,5_1_grt
endpoints found under the setup margin,4,2
setup buffers,2,0
pin swaps,0,1
resized,7,1
## tightest hold or removal path: cells and delay by family
family | cells | cell delay [ps]
compound gates | 1 | 40
buf+inv | 2 | 350
## routing by layer
layer	up-vias	wire [um]
met3	2	35
met2	9	261
li1	128	-
met5	-	0
met4	0	41
met1	114	223
## layout make-up
class | instances | area [um^2]
fillers | 389 | 2940
multi-input cells | 20 | 185
flip-flops and latches | 6 | 123
repair buffers | 8 | 58.8
well taps | 46 | 57.6
clock buffers | 4 | 26.3
inverters | 4 | 15.0
clock inverters | 3 | 11.3
## sequential cells by signal, indices dropped and copies added, names as in the netlist
name	flops
neg_count	3
pos_count	3
## power by group
group | total [mW] | internal (mW) | switching (mW)
combinational | 0.0913 | 0.0533 | 0.0380
sequential | 0.201 | 0.189 | 0.0122
clock | 0.207 | 0.120 | 0.0867
## cells in the final DEF, fill, tap and decap left out
master / count
buf_2: 1
buf_4: 6
ha_4: 1
dlygate4sd2_1: 1
and2_1: 4
clkbuf_1: 1
a21oi_1: 3
dfxtp_1: 4
ha_1: 5
clkbuf_4: 3
a21oi_2: 1
inv_1: 6
nand2b_1: 2
or3b_1: 2
o221ai_2: 1
inv_2: 1
nor2_1: 1
dfxtp_2: 2
## through the flow
step	TNS (ps)	setup WS [ps]	cell area [um^2]
after floorplan	-176	-176	305
after global placement	-1800	-721	413
after detailed placement	-1860	-737	413
after CTS	-628	-628	473
after global routing	-700	-691	477
final	-617	-617	477
Power figures rest on the tool's default switching activity, not on a simulated workload.
